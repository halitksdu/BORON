==> /design/flow/design.v <==
module Decoder(
  input clk, reset, Start,
  input [63:0] Ciphertext,
  input [79:0] KEY0,
  output reg done,
  output  [63:0] Plaintext);
  reg [1:0]state;
  parameter IDLE=2'b00;
  parameter Key25=2'b01;
  parameter Round=2'b10; 
  parameter Round0=2'b11; 
  reg [79:0] key; 
  wire [79:0] key_reg;
  reg [79:0] key_25;
  reg [4:0] counter; 
  reg [4:0] counter_25;
  Key_Generator keyreg(key,counter_25,key_reg);
  reg [79:0] round_key; 
  reg [63:0] state_out; 
  wire [63:0] state_in;
  Round_dec round_dec(round_key,state_out,state_in);
  assign Plaintext = done ? state_in : 64'hFFFF_FFFF_FFFF_FFFF;
  reg key25_finish;
  reg [79:0] key_dec; 
  wire [79:0] key_reg_dec;
  Key_Gen_dec keygen_dec(key_dec,counter,key_reg_dec);
  always @(posedge clk) begin
    if(reset == 0) begin
        state <= IDLE;
        done <= 0;
    end else begin       
      case(state) 
        IDLE: begin
          if(Start == 1) begin
            counter_25 <= 5'd0;
            key <= KEY0; 
            state <= Key25;
            done <= 0;
          end
        end
        Key25: begin
          if (counter_25 < 5'd24) begin
            counter_25 <= counter_25 + 1;
            key <= key_reg;
            key25_finish <= 0;
          end else if (counter_25 == 5'd24) begin
            key_25 <= key_reg;
            state <= Round; 
            counter <= 5'd24;
            key_dec <= key_reg;
          end
        end
        Round: begin
          if (counter == 5'd24) begin
            key_dec <= key_reg_dec;
            round_key <= key_reg_dec;
            state_out <= Ciphertext ^ key_25[63:0];
            counter <= counter -1; 
          end else if(counter > 5'd0) begin
            key_dec <= key_reg_dec;
            state_out <= state_in;
            round_key <= key_reg_dec;
            counter <= counter -1;
          end else if (counter == 5'd0) begin
            state_out <= state_in;
            round_key <= key_reg_dec;
            state <= Round0;
            done <= 1;
          end
        end 
        Round0: begin
          state <= IDLE;  
        end
      endcase 
    end
  end
endmodule
module Key_Gen_dec(
    input [79:0] KEY,
    input [4:0] RC,
    output [79:0] key_register);
    wire [79:0] keywr; wire [3:0] key1; wire [4:0] key2;
    assign key2 = KEY[63:59] ^ RC;
    S_Box_dec lsb(KEY[3:0],key1);
    assign keywr = {KEY[79:64],key2,KEY[58:4],key1};
    assign key_register = {keywr[12:0],keywr[79:13]};
endmodule
module Encoder(
  input clk, reset, Start,
  input [63:0] Plaintext,
  input [79:0] KEY0,
  output reg done,
  output reg [63:0] Ciphertext  );
  parameter IDLE = 2'b00;
  parameter LOAD = 2'b01; 
  parameter Round = 2'b10;
  parameter Round25 = 2'b11;
  reg [1:0] state;    
  reg [4:0] counter;
  reg [79:0] key; wire [79:0]key_reg; 
  Key_Generator keygen(key,counter,key_reg);
  reg [63:0] stateara_in; wire [63:0] stateara_out;
  Round_enc  round_enc(key,stateara_in,stateara_out);
  always @(posedge clk) begin
    if(reset == 0) begin
      state <= IDLE;
      counter <= 5'd0;  
    end else begin
      case (state) 
        IDLE: begin 
          done <= 0;
          if (Start == 1) begin
            state <= LOAD;
            counter <= 5'd0;
          end
        end    
        LOAD: begin
          key <= KEY0; 
          stateara_in <= Plaintext;
          state <= Round;
        end
        Round: begin 
          if (counter < 5'd24) begin
            counter <= counter +1;
            key <= key_reg; 
            stateara_in <= stateara_out;
          end else if (counter == 5'd24) begin
            state <= Round25;
            Ciphertext <= stateara_out ^ key_reg[63:0];
            done <= 1;
            state <= IDLE;
          end
        end     
      endcase
    end
  end
endmodule
module Key_Generator(
    input [79:0] KEY,
    input [4:0] RC, 
    output [79:0] Key_Register );
    wire [79:0] keywr; wire [3:0] key1; wire [4:0] key2;
    assign keywr = {KEY[66:0],KEY[79:67]};
    S_Box lsb(keywr[3:0],key1);        
    assign key2 = (RC ^ keywr[63:59]);
    assign Key_Register = {keywr[79:64],key2,keywr[58:4],key1};
endmodule
module Round_dec(
    input [79:0] round_key,
    input [63:0] state_out,
    output [63:0] state_in);
    wire [63:0] S2,S1;
    Permutation_Layer_dec f3(state_out,S2); 
    S_Box_Layer_dec       f2(S2,S1);
    Add_round_key         f1(S1,round_key[63:0],state_in);
endmodule
module Permutation_Layer_dec(
    input [63:0] state_out,
    output [63:0] state_in  );
    wire [63:0] S1,S2;
    XOR_Operation_dec      f3(state_out,S2);
    Round_Permutation_dec  f2(S2,S1);
    Block_Shuffle          f1(S1,state_in);
endmodule
module XOR_Operation_dec(
    input [63:0] W_x,
    output [63:0] X );
    assign X[63:48] = (W_x[63:48]^W_x[47:32]);
    assign X[47:32] = (W_x[47:32]^((W_x[63:48]^W_x[47:32])^(W_x[63:48]^W_x[47:32]^W_x[31:16])^W_x[15:0])); 
    assign X[31:16] = (W_x[63:48]^W_x[47:32]^W_x[31:16]);
    assign X[15:0]  = ((W_x[63:48]^W_x[47:32])^(W_x[63:48]^W_x[47:32]^W_x[31:16])^W_x[15:0]); 
endmodule
module Round_Permutation_dec(
    input [63:0] r_j,
    output reg [63:0] j  );
    always @* begin
        j[63:48] = {r_j[56:48],r_j[63:57]};
        j[47:32] = {r_j[38:32],r_j[47:39]};
        j[31:16] = {r_j[19:16],r_j[31:20]};
        j[15:0]  = {r_j[0], r_j[15:1]};
    end 
endmodule
module S_Box_Layer_dec(
    input [63:0] S_x,
    output [63:0] X);
    genvar i;
    generate for(i=0; i<16; i=i+1)  begin S_Box_dec f(S_x[(4*i+3) : (4*i)], X[(4*i+3) : (4*i)]);  end endgenerate
endmodule
module S_Box_dec(
    input [3:0] S_a,
    output reg [3:0] A); 
    always @* begin
        case(S_a)
            4'h0: A= 4'ha;
            4'h1: A= 4'h3;    
            4'h2: A= 4'h9;
            4'h3: A= 4'he;
            4'h4: A= 4'h1;    
            4'h5: A= 4'hd;
            4'h6: A= 4'hf;
            4'h7: A= 4'h4;    
            4'h8: A= 4'hc;
            4'h9: A= 4'h5;
            4'ha: A= 4'h7;    
            4'hb: A= 4'h2;
            4'hc: A= 4'h6;    
            4'hd: A= 4'h8;
            4'he: A= 4'h0;    
            4'hf: A= 4'hb;
        endcase
    end
endmodule
module Round_enc(
    input [79:0] round_key,
    input [63:0] state_in,
    output [63:0] state_out );
    wire [63:0] S1,S2;
    Add_round_key     f1(state_in,round_key[63:0],S1);   
    S_Box_Layer       f2(S1,S2);
    Permutation_Layer f3(S2,state_out);
endmodule
module Add_round_key(
input 	[63:0] 	State_in,
input 	[63:0] 	Round_key,
output	[63:0] 	State_out
);
	assign State_out = State_in ^ Round_key;
endmodule
module S_Box_Layer(
input 	[63:0] X,
output 	[63:0] S_x
);
	genvar i;
	generate for(i=0; i<16; i=i+1)  begin S_Box f(X[(4*i+3) : (4*i)], S_x[(4*i+3) : (4*i)]);  end endgenerate
endmodule
module S_Box(
input 			[3:0]	data_i,
output reg 	[3:0]	dataOut
);
	always @(*) begin
		case(data_i)
			4'h0:dataOut=4'hE;
			4'h1:dataOut=4'h4;
			4'h2:dataOut=4'hB;
			4'h3:dataOut=4'h1;
			4'h4:dataOut=4'h7;
			4'h5:dataOut=4'h9;
			4'h6:dataOut=4'hC;
			4'h7:dataOut=4'hA;
			4'h8:dataOut=4'hD;
			4'h9:dataOut=4'h2;
			4'hA:dataOut=4'h0;
			4'hB:dataOut=4'hF;
			4'hC:dataOut=4'h8;
			4'hD:dataOut=4'h5;
			4'hE:dataOut=4'h3;
			4'hF:dataOut=4'h6;
			default:dataOut=4'hX;
		endcase
	end
endmodule
module Permutation_Layer(
    input [63:0] state_in,
    output [63:0] state_out);
    wire [63:0] S1, S2;
    Block_Shuffle     bs(state_in,S1);
    Round_Permutation rp(S1,S2);
    XOR_Operation     xr(S2,state_out);
endmodule
module Block_Shuffle(
    input [63:0] j,
    output [63:0] B_j );
    genvar i;
    generate for(i=0; i<4; i=i+1) begin  Block_S f(j[(16*i+15) : (16*i)], B_j[(16*i+15) : (16*i)]);  end endgenerate
endmodule
module Block_S(
    input [15:0] a,
    output reg [15:0] B_a);
    always @* begin
        B_a[3:0]  = a[11:8];
        B_a[7:4]  = a[15:12];
        B_a[11:8] = a[3:0];
        B_a[15:12]= a[7:4];
    end
endmodule
module Round_Permutation(
    input [63:0] j,
    output reg [63:0] r_j  );
    always @* begin
        r_j[63:48] = {j[54:48],j[63:55]};
        r_j[47:32] = {j[40:32],j[47:41]};
        r_j[31:16] = {j[27:16],j[31:28]};
        r_j[15:0]  = {j[14:0],j[15]};
    end
endmodule
module XOR_Operation(
    input [63:0] X,
    output reg [63:0] W_x );
    always @* begin
        W_x[63:48] = (X[63:48]^X[47:32]^X[15:0]);
        W_x[47:32] = (X[47:32]^X[15:0]);
        W_x[31:16] = (X[63:48]^X[31:16]);
        W_x[15:0]  = (X[63:48]^X[31:16]^X[15:0]);
    end
endmodule
module top(
    input Start, clk, reset,
    input [63:0] state_in, 
    input [79:0] KEY0,
    output [63:0] state_out, 
    output done );
    wire [63:0] state_out_enc; 
    wire done_enc;
    Encoder enc(clk, reset, Start, state_in, KEY0, done_enc, state_out_enc);
    Decoder dec(clk, reset, done_enc, state_out_enc, KEY0, done, state_out);
    assign state_in_enc = state_in;
endmodule
==> /design/flow/run.sh <==
#!/bin/bash
# OpenROAD 26Q1-2900-gdf79404cd8, Yosys 0.63+post, stock flow scripts
make -C /OpenROAD-flow-scripts/flow DESIGN_CONFIG=/design/flow/config.mk WORK_HOME=/design/flow/orfs finish
==> /design/flow/config.mk <==
export PLATFORM = sky130hd
export DESIGN_NAME = top
export DESIGN_NICKNAME = top
export VERILOG_FILES = /design/flow/design.v
export SDC_FILE = /design/flow/constraint.sdc
export NUM_CORES = 4
export LEC_CHECK = 1
export CORE_UTILIZATION = 50
==> /design/flow/constraint.sdc <==
current_design top

set clk_period 21.1
set clk_io_pct 0.2

create_clock -name clk0 -period $clk_period [get_ports {clk}]

set non_clock_inputs [all_inputs -no_clocks]
set_input_delay [expr $clk_period * $clk_io_pct] -clock clk0 $non_clock_inputs
set_output_delay [expr $clk_period * $clk_io_pct] -clock clk0 [all_outputs]
==> impl_metrics.toml <==
# yosys + openroad results
[die]
ioPinCount = 212
fp_util_pct = 50.9
rows = 92
core_area_um2 = 63500
chip_area_um2 = 65700
die-width_um = 256
die_y_um = 256

[yosys]
ys_cells = 2335
synth_area_um2 = 32400
yosysUniqueCellTypes = 48
async_flop_share_pct = 0
ys.flop_type = "edfxtp_1"
ys.flops = 596
yosysChipArea_um2 = 32400
synth-edff-count = 571
synthesis.instances = 2335
postSynthSeqShare_pct = 54.5
synth.avg_cell_area_um2 = 13.9
yosysWarnings = 9

[global_route]
grt_pass1_vias = 18900
track_usage_pct = 28.3
antenna_found_initial = 0
grt_pass1_wl_um = 123000
grt_max_degree = 128
grt.overflow.total = 0

[detailed_routing]
wl_um = 85700
wl_per_cell_um = 24.7
antenna_left = 0
diodes = 0
drt-initial-drc-count = 1235
vias = 18700
dr.pass1.iters = 7
avgViaCountPerCell = 5.39
drcViolationCount = 0

[clock_tree]
cts_max_path_buffers = 3
cts_resized = 0
clk_pin_slew_ns = 0.06
clock-sinks = 596
postCtsHoldBufs = 0
post-cts-setup-buffers = 0
cts_root_buffer = "clkbuf_16"
clkLatencyLatePin_ns = 0.60
htreeDepth = 3
cts_made_buffers = 68
cts_tree = "yes"

[setup_path]
cp-end-kind = "output pin"
cp_max_fo = 7
worstPathArrival_ns = 3.84
worstSetupStartpointType = "flip-flop"
r2r_cells = 7
criticalPathCategory = "reg -> out"
required_ns = 16.88

[final_timing]
worst_slew_pin_slew_ns = 0.862
finalCriticalPeriod_ns = 8.06
setup-violations-final = 0
hold_viol = 0
tns_ns = 0
drv_slew = 0
rsz0062_at_grt = "no"
final.setup_skew_ns = 0.0244
max_clock_freq_mhz = 124
fin_crit_sh_pct = 38.2
relSlewSlack_pct = 42.1

[power_and_ir_drop]
p_total_mw = 3.15
ir_worst_vdd_uv = 81.0
p_leak_nw = 13.6
power_density_nw_per_um2 = 83.7

[finish]
syn_to_final_growth_pct = 16.4
postLayoutCoreUtil_pct = 59.3
fillCellCount = 4922
postLayoutCellArea_um2 = 37700
layout_top_cell = "edfxtp_1"
drive_gt1_share_pct = 18.0
lay_top_cells = "edfxtp_1 (571), mux2_2 (274), xnor2_1 (230)"

[worst_hold_path]
hold_class = "reg -> reg"
min_path_cells = 0

[job]
drv_cap = 0
tool_warnings = 140

[placed_design]
dpl_cell_area_um2 = 35500
portBuffers = 211
dp_hpwl_um = 66200
gp_congestion = 0.958

[outcome]
status = "complete, no violations"
==> stage by stage <==
step,setup WS (ns),hold WS [ns],std cells
4_1_cts,12.97,0.443,3473
6_report,13.04,0.449,3473
5_1_grt,12.81,0.462,3473
3_3_place_gp,13.71,0.425,3349
3_5_place_dp,13.62,0.416,3349
2_1_floorplan,11.21,0.391,2335
==> routing by layer <==
metal	track usage, %	routed length (um)
met5	0.804	71
met4	5.69	2120
met3	15.6	11300
met2	37.9	36500
met1	44.1	35700
==> worst paths after layout <==
| check | endpoint | slack (ns) | from |
|---|---|---|---|
| hold / removal | dec.round_key[17]$_DFFE_PP_ | 0.45 | dec.key_dec[30]$_DFFE_PN_ |
| setup / recovery | state_out[27] | 13.04 | dec.state_out[36]$_DFFE_PP_ |
| hold reg to reg | dec.round_key[17]$_DFFE_PP_ | 0.45 | dec.key_dec[30]$_DFFE_PN_ |
| setup reg to reg | dec.state_out[23]$_DFFE_PP_ | 17.83 | dec.state_out[33]$_DFFE_PP_ |
==> layout make-up <==
class | count | area (um^2) | area share [%]
inverter | 138 | 519 | 1.38
timing repair buffer | 234 | 2310 | 6.13
sequential | 596 | 17700 | 46.9
tap | 846 | 1060 | 2.81
clock inverter | 31 | 304 | 0.807
multi-input combinational | 1535 | 13900 | 37.0
clock buffer | 93 | 1870 | 4.96
==> cell families after synthesis <==
logic type                 synth area share [%]
and+or+nand+nor                            3.58
DFF                                        54.5
buffers and inverters                      2.43
muxes                                      17.9
xor gates and xnor gates                   12.9
adders and majority gates                  5.76
AOI/OAI and AO/OA                          2.90
==> where the power goes <==
part           switching, mW  leakage [nW]  internal (mW)
logic                  0.343          7.14          0.245
registers             0.0358          5.40           1.37
clock network          0.473          1.06          0.684
==> critical path: stages (launching register included) <==
cell	delay, ns
edfxtp_1	0.42
xnor2_1	0.70
xnor2_1	0.38
inv_1	0.21
ha_1	0.25
mux4_2	0.52
xnor2_1	0.22
nand2_1	0.09
clkdlybuf4s50_1	0.45
==> cell usage after synthesis (3+ instances only) <==
cell type / instances / share of area (%)
nand3_1: 8 / 0.12
xnor2_1: 230 / 6.2
a211oi_1: 6 / 0.14
and2_1: 7 / 0.14
mux2_2: 274 / 9.5
nor2b_1: 5 / 0.097
xor2_1: 182 / 4.9
and3_1: 3 / 0.058
mux2i_1: 170 / 5.3
ha_1: 149 / 5.8
o211ai_1: 7 / 0.16
nor2_1: 143 / 1.7
o21ai_0: 28 / 0.43
nand2b_1: 5 / 0.097
clkbuf_1: 60 / 0.70
mux4_2: 35 / 2.4
dfxtp_1: 25 / 1.5
xnor2_2: 20 / 1.0
nand2_1: 96 / 1.1
mux2i_4: 6 / 0.42
xnor3_1: 3 / 0.21
inv_1: 138 / 1.6
a21oi_1: 125 / 1.9
nand3b_1: 3 / 0.070
edfxtp_1: 571 / 53
xor2_2: 6 / 0.30
buf_1: 3 / 0.035
Power figures rest on the tool's default switching activity, not on a simulated workload.
